[./config.mk]
export PLATFORM = sky130hd
export DESIGN_NAME = regset
export DESIGN_NICKNAME = regset
export VERILOG_FILES = /design/flow/design.v
export SDC_FILE = /design/flow/constraint.sdc
export NUM_CORES = 4
export LEC_CHECK = 1
export CORE_UTILIZATION = 40
[./constraint.sdc]
current_design regset

set clk_period 18.6
set clk_io_pct 0.2

create_clock -name clk0 -period $clk_period [get_ports {CLK}]

set non_clock_inputs [all_inputs -no_clocks]
set_input_delay [expr $clk_period * $clk_io_pct] -clock clk0 $non_clock_inputs
set_output_delay [expr $clk_period * $clk_io_pct] -clock clk0 [all_outputs]
[./design.v]
module regset
    #(parameter CORE_ID=32'd0)
    (
    input [31 : 0] D,
    input [4 : 0] A_D,
    input [4 : 0] A_Q0,
    input [4 : 0] A_Q1,
    input write_enable,
    input RES,
    input CLK,
    output [31 : 0] Q0,
    output [31 : 0]  Q1
);
    reg [31 : 0] regs [31 : 1];  
    integer i;
    always @(posedge CLK)
    begin    
        if(RES == 1'b1) begin
            for (i = 1; i < 32; i = i + 1) begin
                regs[i] <= 32'd0;
            end
            regs[5] <= CORE_ID;
        end
        else if((write_enable == 1'b1) && (A_D != 5'd0)) begin
            regs[A_D] <= D;
        end         
    end 
    assign Q0 = (A_Q0 != 5'd0) ? regs[A_Q0] : 32'd0;
    assign Q1 = (A_Q1 != 5'd0) ? regs[A_Q1] : 32'd0;
endmodule
[./run.sh]
#!/bin/bash
# OpenROAD 26Q1-2900-gdf79404cd8, Yosys 0.63+post, stock flow scripts
make -C /OpenROAD-flow-scripts/flow DESIGN_CONFIG=/design/flow/config.mk WORK_HOME=/design/flow/orfs finish
==> GITHUB_STEP_SUMMARY <==
### Flow metrics

| Metric | Value |
|---|---|
| Starting density of the core | 40.5% |
| Routed Antenna Nets | 0 |
| Outcome | complete, no violations |
| Async SR Flop Fraction | 0% |
| H-tree depth | 3 |
| PwrDens | 91.0 nW/µm² |
| Kind of end point of the critical path | output port |
| Fmax | ~0.082 GHz |
| Largest net degree at the start of global routing | about 73 |
| Yosys chip area | 54200 µm² |
| Worst-margin pin slew | just over 1 ns |
| Combinational share of power | about 12% |
| Synthesized area | 54200 µm² |
| RSZ-0062 raised after global routing | false |
| Max-cap violations | 0 |
| Cell count after synthesis | 3500 |
| Clock transition at path regs | 0.06 ns |
| Dominant cell area share | 56.7% |
| Core area | 134000 µm² |
| Initial antenna violation count | 5 |
| Chip area | 137000 µm² |
| Clock Power Share | a little under two fifths |
| Setup tns final | 0 ns |
| Placed wire-length estimate | between 100 and 150 mm |
| Post-route DRC | 0 |
| Cell count in the Yosys report | 3500 |
| Reg with most FFs | regs |
| TritonCTS Buffers | around 110 |
| Normalized max-slew margin | 31.3% |
| Number of global-route vias before repair | 35600 |
| Leak | 20.6 nW |
| Final core utilization | 45.4% |
| Ports | 114 |
| Clock Path Buffers | 3 |
| Root buf cell | clkbuf_16 |
| Max-slew violation count | 0 |
| CP max stage delay | 0.72 ns |
| Max IR drop VDD | 69.1 µV |
| Post-synth top area cell | edfxtp_1 |
| Sequential fraction of the synthesis area | roughly 57% |
| Die width | 370 µm |
| Avg WL per Cell | 32.8 µm |
| Synthesized area per cell | 15.5 µm² |
| CP max stage cell | buf_4 |
| Req. time, crit path | 14.88 ns |
| Worst hold path type | in -> reg |
| Via count | roughly 33000 |
| Final wirelength | roughly 180 mm |
| Layout cells sized above 1 | about a quarter |
| CTS Sinks | just over 1000 |
| Synthesized registers | about 1000 |
| Crit path kind | in -> out |
| First-pass detailed-route iteration total | 5 |
| Reg power frac | 49.4% |
| Startpoint Class | input pin |
| Wire length of the first global-routing pass | 252 mm |
| Top Registers | regs: 1024 flops |
| Main synth FF type | edfxtp_1 |
| Post-synth cell types | 43 |
| Minimum clock period | 12.23 ns |
| FP Rows | 134 |
| Post-CTS Setup Repair Bufs | 0 |
| Post-CTS sizing | 0 |
| Vias per cell | 6.03 |
| Net Sw Frac | approximately a quarter |
| Overall power | about 5.5 mW |
| EDFF count, synth | 1024 |
| Number of fill cells | 11300 |
| Tool warnings | 26 |
| Worst Path Arrival | 8.51 ns |
| Final Hold Fails | 0 |
| Crit-path cells | buf_8 > buf_4 > buf_4 > buf_4 > mux4_2 > mux4_2 > o22ai_1 > nor3_1 > clkdlybuf4s50_1 |
| Leading post-synthesis cells by cell area | edfxtp_1 (57%), mux4_2 (20%), and2_1 (11%) |
| Int Pwr | 4.17 mW |
| Worst hold endpoint | regs[0][8] |
| P_sw | 1.36 mW |
| Yosys warns | 1 |
| Worst Hold Depth | 2 |
| GRT overflow | 0 |
| DRT iter0 DRCs | ~2100 |
| Layout area overhead | 12.1% |
| GRT Overall Usage | 28.5% |
| Logic area | 22000 µm² |
| Die Span Y | 370 µm |
| # hold bufs at CTS | 0 |
| Largest register FFs | 1024 |
| CTS tree | yes |
| Fin crit share | 65.8% |
| Final setup viols | 0 |
| Register area | 30700 µm² |
| Port bufs | between 100 and 150 |
| CP most frequent cell | buf_4 |
| Worst-path maximum fanout | around 48 |
| Hold Crit Start | D[8] |
| Placer Congestion | 0.939 |
## worst max-delay path, delay by kind of cell
| family | cells | cell delay [ns] |
|---|---|---|
| mux | 2 | 1.10 |
| buf+inv | 5 | 2.95 |
| simple gates | 1 | 0.15 |
| compound gates | 1 | 0.44 |
## how the worst max path moves through the flow
stage / from / end / slack (ns) / depth (start not counted)
4_1_cts: A_Q0[1] / Q0[18] / 6.25 / 9
5_1_grt: A_Q0[1] / Q0[18] / 6.16 / 9
6_report: A_Q0[1] / Q0[18] / 6.37 / 9
## cell families after synthesis
| logic type | count (synthesis) | share of synthesized area [%] |
|---|---|---|
| buffers and inverters | 386 | 3.31 |
| muxes | 652 | 23.0 |
| other | 1 | 0.00692 |
| AOI/OAI and AO/OA | 259 | 3.65 |
| DFF | 1024 | 56.7 |
| and+or+nand+nor | 1178 | 13.3 |
## layout by cell type (no fill, tap or decap), drive strengths merged, types with 14 or more instances in the layout
master | netlist | layout
a22oi | 16 | 16
a22o | 51 | 51
and2 | 995 | 995
nor2 | 36 | 36
nor2b | 14 | 14
nor3 | 54 | 54
clkdlybuf4s50 | 0 | 105
mux2 | 30 | 30
edfxtp | 1024 | 1024
clkinv | 0 | 49
mux4 | 472 | 472
clkbuf | 264 | 137
or2 | 33 | 33
mux2i | 150 | 150
a2111oi | 55 | 55
conb | 1 | 32
buf | 120 | 173
o22ai | 103 | 103
## area by class of cell
class | instances | area share (%)
diodes | 5 | 0.0206
clock buffers | 137 | 4.76
clock inverters | 63 | 0.848
inverters | 2 | 0.0123
multi-input cells | 2121 | 36.2
flip-flops and latches | 1024 | 50.6
well taps | 1768 | 3.64
repair buffers | 278 | 3.95
## power groups by stage
stage     Sequential [mW]  Clock, mW  Combinational [mW]
6_report             2.73       2.13               0.673
5_1_grt              2.75       2.24               0.708
4_1_cts              2.73       2.15               0.672
## metal layers
metal | vias up | global-route usage, % | share of wire [%]
met3 | 390 | 22.9 | 18
met4 | 18 | 9.32 | 4.1
li1 | 13700 | - | -
met5 | - | 2.90 | 0.27
met2 | 2590 | 39.6 | 45
met1 | 15900 | 33.8 | 33
## Yosys cell counts, types with 2 or more instances
cell type     n
a2111oi_0    14
a2111oi_1    41
a211oi_1      7
a21oi_1      12
a221o_1       2
a221oi_1      4
a22o_1       51
a22oi_1      16
a32o_1        4
and2_1      995
and3_1        3
buf_1        13
buf_2        51
buf_4        37
buf_6        19
clkbuf_1    264
edfxtp_1   1024
inv_1         2
mux2_2       30
mux2i_1     150
mux4_2      472
nand2_1       8
nand2b_1      6
nand3_1       5
nand3b_1      5
nor2_1       36
nor2b_1      14
nor3_1       54
nor4_1        6
nor4b_1       2
o21ai_1       4
o22ai_1     103
or2_1         2
or2_2        31
or3_1         2
or3b_2        4
## through the flow
step	cell area [µm²]	worst slack, ns	instances	hold slack (ns)
6_report	60800	6.37	5398	3.86
5_1_grt	60800	6.16	5394	3.85
4_1_cts	60800	6.25	5393	3.82
3_5_place_dp	57400	6.24	5193	4.57
3_3_place_gp	57400	6.27	5193	4.58
2_1_floorplan	54300	9.56	3531	3.82
Power is estimated from default activity; no workload was simulated.
