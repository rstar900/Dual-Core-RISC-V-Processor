## design/flow/run.sh

```bash
#!/bin/bash
# OpenROAD 26Q1-2900-gdf79404cd8, Yosys 0.63+post, stock flow scripts
make -C /OpenROAD-flow-scripts/flow DESIGN_CONFIG=/design/flow/config.mk WORK_HOME=/design/flow/orfs finish
```

## design/flow/config.mk

```make
export PLATFORM = sky130hd
export DESIGN_NAME = alu
export DESIGN_NICKNAME = alu
export VERILOG_FILES = /design/flow/design.v
export SDC_FILE = /design/flow/constraint.sdc
export NUM_CORES = 4
export LEC_CHECK = 1
export CORE_UTILIZATION = 30
```

## design/flow/constraint.sdc

```tcl
current_design alu

set clk_period 18.5
set clk_io_pct 0.2

create_clock -name clk0 -period $clk_period

set non_clock_inputs [all_inputs -no_clocks]
set_input_delay [expr $clk_period * $clk_io_pct] -clock clk0 $non_clock_inputs
set_output_delay [expr $clk_period * $clk_io_pct] -clock clk0 [all_outputs]
```

## design/flow/design.v

```verilog
module alu (
input [ 4 : 0 ] S ,
input [ 31 : 0 ] A,
input [ 31 : 0 ] B,
output reg CMP,
output reg [ 31 : 0 ] Q
);
	always @( S , A, B)
		begin
			Q=32'd0 ; CMP = 0;
			casez ( S )
				5'h2: Q = $signed(A) - $signed(B);
				5'h1: Q = $signed(A) + $signed(B);
                5'h3: Q = $signed(A) * $signed(B);
				5'h4: Q = A & B;
				5'h5: Q = A | B;
				5'h6: Q = A ^ B; 
				5'h7: Q = A << B;
				5'h8: Q = $signed(A) >>> $signed(B);
				5'h9: Q = A >> B;
				5'hA: begin Q = ($signed(A) < $signed(B)) ? 32'd1 : 32'd0; 
							 CMP = ($signed(A) < $signed(B)) ? 1 : 0;
							 end 
				5'hB: begin Q = (A < B) ? 32'd1 : 32'd0; 
				              CMP = (A < B) ? 1 : 0;
				              end
				5'hC: CMP = (A == B) ? 1 : 0;
				5'hD: CMP = (A != B) ? 1 : 0;
				5'hE: CMP = ($signed(A) < $signed(B)) ? 1 : 0;
				5'hF: CMP = ($signed(A) >= $signed(B)) ? 1 : 0;
				5'h10: CMP = (A < B) ? 1 : 0;
				5'h11: CMP = (A >= B) ? 1 : 0;
				5'h12: Q = A << B[4 : 0];
				5'h14: Q = $signed(A) >>> $signed(B[4 : 0]);
				5'h13: Q = A >> B[4 : 0];
				5'h16: begin Q = A + B;
                              CMP = 1;
				            end
				5'h15: Q = A + B;	
			endcase
		end
endmodule
```

==> out/qor_table.md <==
| Step | Parameter | Value |
|---|---|---|
| place | Weighted congestion reported at the end of routability-driven placement | 1.05 |
| timing | Number of max-slew violations in the final report | 0 |
| timing | Worst hold slack across all endpoints | 8660 ps |
| worst setup path | Data arrival time of the worst path | 12470 ps |
| run | Count of maximum capacitance violations | 0 |
| route | Antenna Violating Nets Remaining | 0 |
| synthesis | Unique cell type count in the Yosys netlist | 89 |
| synthesis | Synth Area per Inst | 7.72 sq um |
| clock tree | Total setup buffers inserted after CTS | 0 |
| synthesis | Number of warnings reported in the yosys synthesis log | 1 |
| worst setup path | Worst path required time | 14800 ps |
| timing | Tightest slew margin relative to the limit | 0.356 |
| run | OpenROAD warning count | 96 |
| clock tree | Cts repair resizes | 0 |
| worst setup path | Crit path capture type | primary output |
| clock tree | Count of hold-fix buffers inserted at cts | 0 |
| hold path | Hold depth | 6 |
| worst setup path | Maximum fanout count along the critical path | 15 |
| worst setup path | Capturing instance or port of the critical path | Q[29] |
| status | Result of the run | complete, no violations |
| route | Average wire per standard cell | 26.7 microns |
| route | ANT cells | 0 |
| floorplan | IO Pins | 102 |
| worst setup path | Crit Path Class | input port to primary output |
| worst setup path | Category of cells accounting for the largest share of critical-path delay | adder cells |
| worst setup path | Most used cell along the critical path | sky130_fd_sc_hd__fa_1 |
| grt | Number of antenna violations at the first check in global routing | 3 |
| worst setup path | Start point of the critical path | A[8] |
| timing | Max Freq | 0.0618 GHz |
| worst setup path | Critical path launch point type | input port |
| worst setup path | Number of cells on the critical path | 24 |
| grt | Vias in the first global route | 24600 |
| layout | Layout-stage area growth over the synthesis result | 8.60% |
| timing | Actual transition at the worst max-transition pin | 967 ps |
| layout | Number of clock buffers in the layout | 0 |
| route | Violation count after the first detailed-routing iteration | 2115 |
| timing | Total of endpoints with negative setup slack in the final report | 0 |
| synthesis | Top cell type's share of synthesized area | 0.328 |
| layout | Flip-flop and latch count | 0 |
| route | Routed vias | 24600 |
| layout | Register area | 0 sq um |
| floorplan | Floorplan Utilization | 0.304 |
| worst setup path | Critical path's largest stage delay | 810 ps |
| timing | Share of the cycle needed by the critical path after routing | 0.874 |
| timing | Final count of hold timing violations | 0 |
| timing | Post-layout minimum cycle time | 16170 ps |
| timing | Final worst slack | 2330 ps |
| timing | Fin Setup TNS | 0 ps |
| route | Per-cell via count in the routed design | 5.72 |
| grt | Global-route wire length before repair | 169 mm |
| timing | RSZ-0062 raised after global routing | false |
| hold path | Path category of the worst min-delay check | input port to primary output |
| route | # DRC | 0 |
| place | Placed wire-length estimate | 89.2 mm |
| synthesis | Share of synthesized area occupied by flip-flops and latches | 0 |
| floorplan | Overall die width | 291 microns |
| worst setup path | Critical path buffer and inverter count | 5 |
| floorplan | Die Footprint | 0.0846 sq mm |
| route | Routed wire length | 115 mm |
| synthesis | Cell Area, Synth | 0.0250 sq mm |
| floorplan | Chip height | 291 microns |
| place | Number of buffer cells added on primary ports | 102 |
| synthesis | Top-count cell post-synth | sky130_fd_sc_hd__nor2_1 |
| synthesis | Yosys stat chip area | 0.0250 sq mm |
| synthesis | Largest area contributor in the netlist | sky130_fd_sc_hd__fa_1 |
| layout | Fraction of layout instances using a drive strength above 1 | 0.0570 |
| grt | Global Route Usage Sum | 0.283 |
| route | First-pass iteration count of the detailed router | 6 |
| floorplan | Core Area | 0.0824 sq mm |
| worst setup path | Slowest cell on crit path | sky130_fd_sc_hd__inv_1 |
| synthesis | Gate count of the mapped netlist | 3245 |
| worst setup path | Critical path cell sequence | clkdlybuf4s50_1 -> inv_1 -> nor2_1 -> fa_1 -> fa_1 -> inv_1 -> fa_1 -> inv_1 -> fa_1 -> fa_1 -> fa_1 -> fa_1 -> fa_1 -> ha_1 -> a21oi_1 -> nand2_1 -> a21o_1 -> a21o_1 -> a31oi_1 -> nor3b_1 -> nor3_1 -> xnor2_1 -> a221o_1 -> clkdlybuf4s50_1 |
| grt | Total global routing overflow | 0 |
| synthesis | Cell count listed in synth_stat.txt | 3245 |
| grt | Maximum number of pins on one net before global-route repair | 63 |
| synthesis | Most numerous cell types in the synthesized netlist | sky130_fd_sc_hd__nor2_1 (518), sky130_fd_sc_hd__inv_1 (508), sky130_fd_sc_hd__fa_1 (410) |
| floorplan | Std cell rows | 105 |
| place | Dpl ws | 2450 ps |
| synthesis | Dominant cells by area after synthesis | sky130_fd_sc_hd__fa_1 (33%), sky130_fd_sc_hd__ha_1 (12%), sky130_fd_sc_hd__nor2_1 (7.8%) |
==> cell type report <==
| class | instances | area [sq um] |
|---|---|---|
| Tap cell | 1070 | 1340 |
| Multi-Input combinational cell | 2516 | 22200 |
| Timing Repair Buffer | 190 | 1660 |
| Inverter | 524 | 1970 |
| Fill cell | 8630 | 55200 |
==> cell families (layout without fill, tap and decap cells) <==
| logic type | Yosys count | after routing | synth area share |
|---|---|---|---|
| adders and majority gates | 656 | 656 | 0.451 |
| and+or+nand+nor | 1020 | 1020 | 0.171 |
| xor gates and xnor gates | 96 | 96 | 0.0336 |
| buffers and inverters | 729 | 714 | 0.113 |
| muxes | 94 | 94 | 0.0556 |
| AOI/OAI and AO/OA | 650 | 650 | 0.177 |
==> layer usage <==
metal,global-route usage,part of all wire,vias to the layer above
li1,-,-,10600
met3,0.109,0.12,330
met1,0.377,0.39,12000
met2,0.418,0.43,1581
met4,0.114,0.055,4
met5,0.00454,0.00053,-
==> cells in the final DEF, fill, tap and decap left out, types with 14 or more instances in the layout <==
| cell | n |
|---|---|
| sky130_fd_sc_hd__a211oi_1 | 45 |
| sky130_fd_sc_hd__a21o_1 | 25 |
| sky130_fd_sc_hd__a21oi_1 | 154 |
| sky130_fd_sc_hd__a221o_1 | 14 |
| sky130_fd_sc_hd__a221oi_1 | 32 |
| sky130_fd_sc_hd__a31oi_1 | 20 |
| sky130_fd_sc_hd__and2_1 | 16 |
| sky130_fd_sc_hd__buf_4 | 89 |
| sky130_fd_sc_hd__clkdlybuf4s50_1 | 97 |
| sky130_fd_sc_hd__fa_1 | 410 |
| sky130_fd_sc_hd__ha_1 | 246 |
| sky130_fd_sc_hd__inv_1 | 507 |
| sky130_fd_sc_hd__mux2i_1 | 49 |
| sky130_fd_sc_hd__mux4_2 | 35 |
| sky130_fd_sc_hd__nand2_1 | 311 |
| sky130_fd_sc_hd__nand2b_1 | 16 |
| sky130_fd_sc_hd__nand3_1 | 29 |
| sky130_fd_sc_hd__nor2_1 | 516 |
| sky130_fd_sc_hd__nor2b_1 | 16 |
| sky130_fd_sc_hd__nor3_1 | 36 |
| sky130_fd_sc_hd__nor4_1 | 18 |
| sky130_fd_sc_hd__o211ai_1 | 22 |
| sky130_fd_sc_hd__o21a_1 | 18 |
| sky130_fd_sc_hd__o21ai_0 | 124 |
| sky130_fd_sc_hd__o21bai_1 | 24 |
| sky130_fd_sc_hd__o221ai_1 | 17 |
| sky130_fd_sc_hd__o22ai_1 | 32 |
| sky130_fd_sc_hd__o31ai_1 | 14 |
| sky130_fd_sc_hd__xnor2_1 | 80 |
| sky130_fd_sc_hd__xor2_1 | 16 |
==> metrics by stage <==
stage / utilization / instances / instance area [sq um]
floorplan: - / 3245 / 25000
global placement: 0.330 / 4300 / 27200
detailed placement: 0.330 / 4300 / 27200
CTS: 0.330 / 4300 / 27200
global route: 0.330 / 4300 / 27200
finish: 0.330 / 4300 / 27200
==> worst min path at each step <==
stage / from / to / slack, ps
CTS: B[3] / Q[6] / 8700
global route: B[4] / Q[1] / 8750
finish: B[3] / Q[6] / 8660
