===== ./config.mk =====
export PLATFORM = sky130hd
export DESIGN_NAME = instr_cache
export DESIGN_NICKNAME = instr_cache
export VERILOG_FILES = /design/flow/design.v
export SDC_FILE = /design/flow/constraint.sdc
export NUM_CORES = 4
export LEC_CHECK = 1
export CORE_UTILIZATION = 40

===== ./constraint.sdc =====
current_design instr_cache

set clk_period 28.0
set clk_io_pct 0.2

create_clock -name clk0 -period $clk_period [get_ports {clk}]

set non_clock_inputs [all_inputs -no_clocks]
set_input_delay [expr $clk_period * $clk_io_pct] -clock clk0 $non_clock_inputs
set_output_delay [expr $clk_period * $clk_io_pct] -clock clk0 [all_outputs]

===== ./design.v =====
module instr_cache
#(
parameter LOG_SIZE=5
)
(
input clk,
input res,
input cached_instr_req,
input [31:0] cached_instr_adr,
output reg cached_instr_gnt,
output reg cached_instr_rvalid,
output reg [31:0] cached_instr_read,
output reg instr_req,
output reg [31:0] instr_adr,
input instr_gnt,
input instr_rvalid,
input [31:0] instr_read
);
reg [31 : 0] lines [(2 ** LOG_SIZE) - 1 : 0];  
reg [30 - LOG_SIZE - 1 : 0] tags [(2 ** LOG_SIZE) - 1 : 0];  
reg [(2 ** LOG_SIZE) - 1 : 0] valids;
wire hit;
wire [30 - LOG_SIZE - 1 : 0] tag;
wire [LOG_SIZE - 1 : 0] index;
assign index = cached_instr_adr[LOG_SIZE + 1 : 2];
assign tag = cached_instr_adr[31 : LOG_SIZE + 2];
assign hit = (valids[index] == 1'b1 && tag == tags[index]) ? 1 : 0;
always @(posedge clk) begin
    if (res == 1'b1)
        valids = {2**LOG_SIZE{1'b0}};
    else
        if (instr_rvalid == 1'b1) begin
            lines[index] <= instr_read;
            tags[index] <= instr_adr[31 : LOG_SIZE + 2];  
            valids[index] <= 1'b1;
        end     
end
localparam STATE_NUM = 4;
localparam STATE_BITS = 2;
localparam STATE_IDLE = 2'b00;
localparam STATE_LOOKUP = 2'b01;
localparam STATE_GIVE_INSTR = 2'b10;
localparam STATE_MEM_FILL = 2'b11;
reg [STATE_BITS-1:0] currentState, nextState;
always @(currentState, cached_instr_req, instr_gnt, instr_rvalid, hit, cached_instr_adr, index) begin
    cached_instr_gnt = 1'b0;
    cached_instr_rvalid = 1'b0;
    cached_instr_read = 'b0;
    instr_req = 1'b0;
    instr_adr = 'b0;
    case(currentState)
        STATE_IDLE: begin
            if (cached_instr_req) nextState = STATE_LOOKUP;
            else nextState = STATE_IDLE;
        end
        STATE_LOOKUP: begin
            if (hit == 1'b1) begin
                cached_instr_gnt = 1'b1;
                instr_adr = cached_instr_adr;
                nextState = STATE_GIVE_INSTR;  
            end else begin  
                instr_req = 1'b1;
                instr_adr = cached_instr_adr;
                if (instr_gnt) nextState = STATE_MEM_FILL;
                else nextState = STATE_LOOKUP;
            end
        end
        STATE_GIVE_INSTR: begin
            cached_instr_rvalid = 1'b1;
            cached_instr_read = lines[index]; 
            nextState = STATE_IDLE;
        end
        STATE_MEM_FILL: begin
            if (instr_rvalid) begin
                instr_adr = cached_instr_adr;
                nextState = STATE_LOOKUP;
            end
            else nextState = STATE_MEM_FILL;
        end
        default: begin
            nextState = STATE_IDLE;
            cached_instr_gnt = 1'b0;
            cached_instr_rvalid = 1'b0;
            cached_instr_read = 'b0;
            instr_req = 1'b0;
            instr_adr = 'b0; 
        end
    endcase
end
always @(posedge clk) begin
    if (res == 1'b1) currentState <= STATE_IDLE;
    else currentState <= nextState;
end
endmodule

===== ./run.sh =====
#!/bin/bash
# OpenROAD 26Q1-2900-gdf79404cd8, Yosys 0.63+post, stock flow scripts
make -C /OpenROAD-flow-scripts/flow DESIGN_CONFIG=/design/flow/config.mk WORK_HOME=/design/flow/orfs finish

==> out/qor.txt <==
status - finished, final reports clean
root buffer cell - clkbuf_16
# H-tree levels - 4
worst r2r src - tags[5][18]$_DFFE_PP_
max-slew violation count - 0
routability cong. - 0.850
Pre-Place Util - 0.403
vias in the first global route - 38700
RSZ-0062 raised after global routing - no
LEAKAGE - 27.1 nW
via/cell ratio - 5.71
post-synthesis xor/xnor area fraction - 0.000972
CTS Hold Bufs - 0
Yosys top cell area share - 0.773
post_cts resized - 0
Hold Startpoint - currentState[1]$_DFF_P_
Hold Fails Final Rpt - 0
Highest Signal Layer - met5
EDFF count, synth - 1856
Post-synth top cells - edfxtp_1 (1856), mux2i_1 (440), mux4_2 (288), o22ai_1 (216), nor2_1 (101)
post-synthesis async set-or-reset flop share - 0
CTS buffer count - 182
core area - 179000 um2
crit path kind - in -> out
synthesized area - 72100 um2
final total power - 5.78 mW
row cnt - 155
maximum vdd drop - 0.0000563 V
number of synthesis warnings - 1
ys flop type - edfxtp_1
Rel. slew slack - 0.328
chip area - 182000 um2
Setup Fix Bufs, Post-CTS - 0
Post-Syn Area per Cell - 20.7 um2
DR vias - 36000
yosys simple share - 0.0221
DR pass1 iterations - 6
Synth Instances - 3473
first-pass GRT wire length - 279000 um
Reg clk slew, reported paths - 0.06 ns
largest net degree at the start of global routing - 94
met2 WL - 94600 um
Compound Share, Synth - 0.0342
Top logic family - multiplexers
critical path startpoint category - primary input
WL met1 - 62600 um
tool warning count - 30
Die W - 426 um
Fmax achieved - 0.0585 GHz
Layout area overhead - 14.9%
# port buffers - 135
Period minus WS final - 17.11 ns
crit path DRT - 22.40 ns
grt ovf - 0
post-synthesis sequential area ratio - 0.775
Mux cell area share - 0.151
Worst-Margin Slew - 1.00 ns
synth top area cells - edfxtp_1 (77%), mux4_2 (9.0%), mux2i_1 (6.1%), o22ai_1 (1.9%), nor2_1 (0.53%)
Post-DP HPWL - 104000 um
clk buf depth - 3
Setup TNS - 0 ns
Design Area, Final - 82800 um2
Yosys Instances - 3473
crit share post-route - 0.611
Registers, synthesis - 1860
DR WL met3 - 34200 um
worst-skew pair later-pin latency - 0.81 ns
cell with the most instances after synthesis - edfxtp_1
IO Pins - 136
CP Max Fanout - 49
data arrival time of the critical path - 11.51 ns
Setup Viol. Count Final - 0
total track usage - 0.239
fraction of layout cells with a size suffix above 1 - 0.203
routed wire length - 196000 um
ANT nets after route - 0
CP startpoint - cached_instr_adr[2]
critical path endpoint category - output pin
# DRC - 0
Starting DRT DRC Count - 2417
cell taking the most area after synthesis - edfxtp_1
area fraction in full adders, half adders and majority gates - 0.000868
antenna violations before repair - 5
Distinct lib cells used - 59
yosys stat area - 72100 um2
Final Skew - 0.0296 ns
CTS tree - yes
drt wl/cell - 31.1 um
# clock sinks - 1860
pwr/cell area - 69.8 nW/um2
Die Y - 426 um
Max Cap Viol - 0
Worst Hold Class - reg -> reg
placed cell area - 77000 um2
## per-layer routing
| metal | global-route usage | vias to the layer above |
|---|---|---|
| met5 | 0.00370 | - |
| met4 | 0.0418 | 12 |
| met3 | 0.183 | 269 |
| met2 | 0.358 | 2428 |
| met1 | 0.287 | 18100 |
| li1 | - | 15200 |
## cells by family (layout without fill, tap and decap cells)
logic type | Yosys count | count (layout)
AND-OR/OR-AND | 371 | 371
XOR/XNOR | 8 | 8
adder cells (fa/ha/maj) | 5 | 5
buffers and inverters | 207 | 678
flip-flops | 1860 | 1860
multiplexers | 728 | 728
other | 0 | 2
AND/OR/NAND/NOR | 294 | 294
## report_power, final
part           switching (mW)  internal, mW
Sequential            0.00420          3.08
Clock                    1.03          1.36
Combinational           0.187         0.115
Total                    1.22          4.56
## critical path, cell delays in order
cell and delay [ns]:
buf_8 0.36, buf_4 0.63, buf_4 0.64, buf_4 0.78, buf_4 0.71, mux2i_1 0.26, o22ai_1 0.11, nor4_1 0.44
a21o_1 0.19, nand4_1 0.16, nor4_1 0.49, and4_4 0.36, and2b_1 0.13, clkdlybuf4s50_1 0.44
## layout by cell type, fill, tap and decap left out, types with 5 or more instances in the layout
| cell | netlist | final |
|---|---|---|
| nor2_4 | 0 | 20 |
| buf_4 | 21 | 188 |
| a21o_1 | 36 | 36 |
| edfxtp_1 | 1856 | 1856 |
| nand2_1 | 43 | 42 |
| clkinvlp_4 | 0 | 6 |
| a221oi_1 | 19 | 19 |
| o211ai_1 | 6 | 6 |
| and2_1 | 25 | 25 |
| clkinv_1 | 0 | 44 |
| and4_1 | 6 | 6 |
| clkbuf_16 | 0 | 188 |
| a22oi_1 | 16 | 16 |
| nand3_1 | 12 | 12 |
| bufinv_16 | 0 | 13 |
| nand4_1 | 7 | 7 |
| a21oi_1 | 37 | 31 |
| nor3_2 | 0 | 12 |
| nand4bb_2 | 2 | 6 |
| ha_1 | 5 | 5 |
| inv_6 | 0 | 5 |
| and3_1 | 5 | 5 |
| inv_1 | 12 | 12 |
| mux4_2 | 288 | 288 |
| clkdlybuf4s50_1 | 0 | 130 |
| nor4_2 | 6 | 6 |
| mux2i_1 | 440 | 440 |
| nor2_1 | 101 | 79 |
| a32oi_1 | 6 | 6 |
| clkbuf_1 | 58 | 46 |
| a21oi_2 | 0 | 6 |
| o22ai_1 | 216 | 216 |
| xor2_1 | 6 | 6 |
| a31oi_1 | 12 | 12 |
| nor4_1 | 41 | 41 |
| clkinv_2 | 0 | 28 |
## state kept, by name, indices dropped and copies added, names as in the netlist
register      flops
lines          1024
tags            800
currentState      4
valids           32
## worst paths after layout
check	end	slack (ns)	depth (start not counted)
worst max-delay path	cached_instr_gnt	10.89	14
worst min-delay path	currentState[0]$_DFF_P_	0.47	2
worst max register to register	currentState[1]$_DFF_P_	24.68	9
worst min register to register	currentState[0]$_DFF_P_	0.47	2
## cell type report
class / instances / area (um2)
clock inverter: 101 / 873
tap: 2355 / 2950
antenna: 2 / 5.00
clock buffer: 238 / 4930
multi-input combinational: 1406 / 15400
timing repair buffer: 326 / 2830
sequential: 1860 / 55800
inverter: 13 / 53.8
fill: 14600 / 95800
## per-stage QoR
stage,cells,util,setup WS (ns),hold WS [ns]
after global routing,6299,0.464,10.61,0.504
after CTS,6299,0.464,10.88,0.475
after floorplan,3473,-,14.57,0.413
after detailed placement,5960,0.431,10.88,0.440
final,6301,0.464,10.89,0.465
after global placement,5960,0.431,10.96,0.438
Power is estimated from default activity; no workload was simulated.
